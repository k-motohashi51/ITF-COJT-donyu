==> flow/run.sh <==
#!/bin/bash
# OpenROAD 26Q1-2900-gdf79404cd8, Yosys 0.63+post, stock flow scripts
make -C /OpenROAD-flow-scripts/flow DESIGN_CONFIG=/design/flow/config.mk WORK_HOME=/design/flow/orfs finish
==> flow/config.mk <==
export PLATFORM = sky130hd
export DESIGN_NAME = kadai4
export DESIGN_NICKNAME = kadai4
export VERILOG_FILES = /design/flow/design.v
export SDC_FILE = /design/flow/constraint.sdc
export NUM_CORES = 4
export LEC_CHECK = 1
export CORE_UTILIZATION = 50
==> flow/constraint.sdc <==
current_design kadai4

set clk_period 8.9
set clk_io_pct 0.2

create_clock -name clk0 -period $clk_period [get_ports {CLK}]

set non_clock_inputs [all_inputs -no_clocks]
set_input_delay [expr $clk_period * $clk_io_pct] -clock clk0 $non_clock_inputs
set_output_delay [expr $clk_period * $clk_io_pct] -clock clk0 [all_outputs]
==> flow/design.v <==
module full_adder
  (
   input  A,
   input  B,
   input  CI,
   output S,
   output CO
   );
   assign S  = (A^B) ^ CI;
   assign CO = ((A^B)&CI) | (A&B);
endmodule
module half_adder
  (
   input  A,
   input  B,
   output S,
   output CO
   );
   assign S  = (A^B);
   assign CO = (A&B);
endmodule
`timescale 1ns / 1ps
module mult(
    input [7:0] a,
    input [7:0] b,
    output [15:0] x
    );
    wire S11, S12, S13, S14, S15, S16, S17, S18, S19, S1A, S1B, S1C, S1D;
    wire C11, C12, C13, C14, C15, C16, C17, C18, C19, C1A, C1B, C1C, C1D;
    wire S24, S25, S26, S27, S28, S29, S2A;
    wire C24, C25, C26, C27, C28, C29, C2A;
    wire S37;
    wire C37;
    wire S42, S43, S44, S45, S46, S47, S48, S49, S4A, S4B;
    wire C42, C43, C44, C45, C46, C47, C48, C49, C4A, C4B;
    wire S56, S57, S58;
    wire C56, C57, C58;
    wire S63, S64, S65, S66, S67, S68, S69, S6A, S6B, S6C;
    wire C63, C64, C65, C66, C67, C68, C69, C6A, C6B, C6C;
    wire S74, S75, S76, S77, S78, S79, S7A, S7B, S7C, S7D, S7E;
    wire C74, C75, C76, C77, C78, C79, C7A, C7B, C7C, C7D, C7E;
    half_adder ha11(a[1] & b[0], a[0] & b[1],              S11, C11);
    full_adder fa11(a[2] & b[0], a[1] & b[1], a[0] & b[2], S12, C12);
    full_adder fa12(a[3] & b[0], a[2] & b[1], a[1] & b[2], S13, C13);
    full_adder fa13(a[4] & b[0], a[3] & b[1], a[2] & b[2], S14, C14);
    full_adder fa14(a[5] & b[0], a[4] & b[1], a[3] & b[2], S15, C15);
    full_adder fa15(a[6] & b[0], a[5] & b[1], a[4] & b[2], S16, C16);
    full_adder fa16(a[7] & b[0], a[6] & b[1], a[5] & b[2], S17, C17);
    full_adder fa17(a[7] & b[1], a[6] & b[2], a[5] & b[3], S18, C18);
    full_adder fa18(a[7] & b[2], a[6] & b[3], a[5] & b[4], S19, C19);
    full_adder fa19(a[7] & b[3], a[6] & b[4], a[5] & b[5], S1A, C1A);
    full_adder fa1A(a[7] & b[4], a[6] & b[5], a[5] & b[6], S1B, C1B);
    full_adder fa1B(a[7] & b[5], a[6] & b[6], a[5] & b[7], S1C, C1C);
    half_adder ha12(a[7] & b[6], a[6] & b[7],              S1D, C1D);
    half_adder ha13(a[1] & b[3], a[0] & b[4],              S24, C24);
    full_adder fa1C(a[2] & b[3], a[1] & b[4], a[0] & b[5], S25, C25);
    full_adder fa1D(a[3] & b[3], a[2] & b[4], a[1] & b[5], S26, C26);
    full_adder fa1E(a[4] & b[3], a[3] & b[4], a[2] & b[5], S27, C27);
    full_adder fa1F(a[4] & b[4], a[3] & b[5], a[2] & b[6], S28, C28);
    full_adder fa1G(a[4] & b[5], a[3] & b[6], a[2] & b[7], S29, C29);
    half_adder ha14(a[4] & b[6], a[3] & b[7],              S2A, C2A);
    half_adder ha15(a[1] & b[6], a[0] & b[7],              S37, C37);
    half_adder ha21(S12, C11,              S42, C42);
    full_adder fa21(S13, C12, a[0] & b[3], S43, C43);
    full_adder fa22(S14, C13, S24,         S44, C44);
    full_adder fa23(S15, C14, S25,         S45, C45);
    full_adder fa24(S16, C15, S26,         S46, C46);
    full_adder fa25(S17, C16, S27,         S47, C47);
    full_adder fa26(S18, C17, S28,         S48, C48);
    full_adder fa27(S19, C18, S29,         S49, C49);
    full_adder fa28(S1A, C19, S2A,         S4A, C4A);
    full_adder fa29(S1B, C1A, a[4] & b[7], S4B, C4B);
    half_adder ha22(C25, a[0] & b[6],      S56, C56);
    half_adder ha23(C26, S37,              S57, C57);
    full_adder fa2A(C27, a[1] & b[7], C37, S58, C58);
    half_adder ha31(S43, C42,      S63, C63);
    half_adder ha32(S44, C43,      S64, C64);
    full_adder fa31(S45, C44, C24, S65, C65);
    full_adder fa32(S46, C45, S56, S66, C66);
    full_adder fa33(S47, C46, S57, S67, C67);       
    full_adder fa34(S48, C47, S58, S68, C68);
    full_adder fa35(S49, C48, C28, S69, C69);
    full_adder fa36(S4A, C49, C29, S6A, C6A);
    full_adder fa37(S4B, C4A, C2A, S6B, C6B);
    full_adder fa38(S1C, C1B, C4B, S6C, C6C);
    half_adder ha41(S64,         C63,      S74, C74);
    half_adder ha42(S65,         C64,      S75, C75);
    half_adder ha43(S66,         C65,      S76, C76);
    full_adder fa41(S67,         C66, C56, S77, C77);
    full_adder fa42(S68,         C67, C57, S78, C78);
    full_adder fa43(S69,         C68, C58, S79, C79);
    half_adder ha44(S6A,         C69,      S7A, C7A);
    half_adder ha45(S6B,         C6A,      S7B, C7B);
    half_adder ha46(S6C,         C6B,      S7C, C7C);
    full_adder fa44(S1D,         C1C, C6C, S7D, C7D);
    half_adder ha47(a[7] & b[7], C1D,      S7E, C7E);
    assign x = {1'b0, S7E, S7D, S7C, S7B, S7A, S79, S78, S77, S76, S75,  S74,  S63,  S42,  S11, a[0] & b[0]}
             + {C7E,  C7D, C7C, C7B, C7A, C79, C78, C77, C76, C75, C74, 1'b0, 1'b0, 1'b0, 1'b0, 1'b0};
endmodule
`timescale 1ns / 1ps
module fifo
(
    input CLK,
    input RST,
    input WR,
    input RD,
    input [15:0] DIN,
    output reg [15:0] DOUT,
    output reg almostFULL,
    output reg FULL,
    output reg OVER,
    output reg EMPTY,
    output reg UNDER,
    output reg VALID
);
reg [2:0] WPTR;          
reg [2:0] RPTR;          
reg [15:0] MEM [0:7];    
always @(posedge CLK) begin
    if (WR == 1'b1 && FULL != 1'b1) begin
        MEM[WPTR] <= DIN;
    end
end
always @(posedge CLK) begin
    if (RST == 1'b1) begin
        WPTR <= 3'b000;
    end else if (WR == 1'b1 && FULL != 1'b1) begin
        WPTR <= WPTR + 3'b001;
    end
end
always @(posedge CLK) begin
    if (RST == 1'b1) begin
        RPTR <= 3'b000;
    end else if (RD == 1'b1 && EMPTY != 1'b1) begin
        RPTR <= RPTR + 3'b001;
    end
end
always @(posedge CLK) begin
    if (RST == 1'b1) begin
        almostFULL <= 1'b0;
    end else if (WPTR + 3'b010 == RPTR && WR == 1'b1 && RD == 1'b0) begin
        almostFULL <= 1'b1;
    end else if (WPTR + 3'b001 == RPTR && WR == 1'b0 && RD == 1'b1) begin
        almostFULL <= 1'b0;
    end
end
always @(posedge CLK) begin
    if (RST == 1'b1) begin
        FULL <= 1'b0;
    end else if (WPTR + 3'b001 == RPTR && WR == 1'b1 && RD == 1'b0) begin
        FULL <= 1'b1;
    end else if (RPTR == WPTR && RD == 1'b1) begin
        FULL <= 1'b0;
    end
end
always @(posedge CLK) begin
    if (RST == 1'b1) begin
        OVER <= 1'b0;
    end else if (FULL == 1'b1 && WR == 1'b1) begin
        OVER <= 1'b1;
    end else begin
        OVER <= 1'b0;
    end
end
always @(posedge CLK) begin
    if (RST == 1'b1) begin
        EMPTY <= 1'b1;
    end else if (RPTR + 3'b001 == WPTR && RD == 1'b1 && WR == 1'b0) begin
        EMPTY <= 1'b1;
    end else if (EMPTY == 1'b1 && WR == 1'b1) begin
        EMPTY <= 1'b0;
    end
end
always @(posedge CLK) begin
    if (RST == 1'b1) begin
        UNDER <= 1'b0;
    end else if (EMPTY == 1'b1 && RD == 1'b1) begin
        UNDER <= 1'b1;
    end else begin
        UNDER <= 1'b0;
    end
end
always @(posedge CLK) begin
    if (RST == 1'b1) begin
        DOUT <= 16'd0;
    end else if (RD == 1'b1 && EMPTY == 1'b0) begin
        DOUT <= MEM[RPTR];
    end
end
always @(posedge CLK) begin
    if (RST == 1'b1) begin
        VALID <= 1'b0;
    end else if (RD == 1'b1 && EMPTY == 1'b0) begin
        VALID <= 1'b1;
    end else begin
        VALID <= 1'b0;
    end
end
endmodule    
`timescale 1ns / 1ps
module kadai4 (
    input CLK,
    input RST,
    input [7:0] A,
    input [7:0] B,
    input ACK,
    input START,
    input HALT,
    output [15:0] X,
    output X_VALID,
    output REQ_AB
);
reg [1:0] CUR;
reg [1:0] NXT;
wire UNI_RST;
wire WR_0, WR_1;
wire RD_0, RD_1;
wire FULL_0, FULL_1;
wire EMPTY_0, EMPTY_1;
wire [15:0] DOUT_0;
wire [15:0] DIN_1;
wire VALID_0;
fifo u_fifo0 (
    .CLK(CLK),
    .RST(UNI_RST),
    .WR(WR_0),
    .RD(RD_0),
    .DIN({A, B}),
    .DOUT(DOUT_0),
    .FULL(FULL_0),
    .EMPTY(EMPTY_0),
    .VALID(VALID_0)
);
mult ml (
    .a(DOUT_0[15:8]),
    .b(DOUT_0[7:0]),
    .x(DIN_1)
);
fifo u_fifo1 (
    .CLK(CLK),
    .RST(UNI_RST),
    .WR(WR_1),
    .RD(RD_1),
    .DIN(DIN_1),
    .DOUT(X),
    .FULL(FULL_1),
    .EMPTY(EMPTY_1),
    .VALID(X_VALID)
);
localparam  S_IDLE = 2'b00,
            S_INPUT = 2'b01,
            S_EXEC = 2'b10,
            S_OUTPUT = 2'b11;
assign UNI_RST = RST || HALT;
always @(posedge CLK) begin
    if (RST == 1'b1) begin
        CUR <= S_IDLE;
    end else begin
        CUR <= NXT;
    end
end
always @* begin
    case (CUR)
        S_IDLE:     
            if (START == 1'b1) begin
                NXT <= S_INPUT;
            end else begin
                NXT <= S_IDLE;
            end
        S_INPUT:
            if (HALT == 1'b1) begin
                NXT <= S_IDLE;
            end else if (FULL_0 == 1'b1) begin
                NXT <= S_EXEC;
            end else begin
                NXT <= S_INPUT;
            end
        S_EXEC:
            if (HALT == 1'b1) begin
                NXT <= S_IDLE;
            end else if (FULL_1 == 1'b1) begin
                NXT <= S_OUTPUT;
            end else begin
                NXT <= S_EXEC;
            end
        S_OUTPUT:
            if (HALT == 1'b1) begin
                NXT <= S_IDLE;
            end else if (EMPTY_1 == 1'b1) begin
                NXT <= S_IDLE;
            end else begin
                NXT <= S_OUTPUT;
            end
        default:
            NXT <= S_IDLE;
    endcase
end
assign REQ_AB = (CUR == S_INPUT) && !FULL_0;
assign WR_0 = (CUR == S_INPUT) && REQ_AB && ACK;
assign RD_0 = (CUR == S_EXEC) && !EMPTY_0 && !FULL_1;
assign WR_1 = (CUR == S_EXEC) && VALID_0;
assign RD_1 = (CUR == S_OUTPUT) && !EMPTY_1;
endmodule    
==> results_slide.txt <==
Run Summary

Logic synthesis
  – Yosys warning tally: 2
  – # Cells Yosys: 833
  – Top cell area share: 55.2%
  – Synth async-reset ratio: 0%
  – Top cells, area: edfxtp_1 55%, mux4_1 7.9%, dfxtp_1 7.8%
  – Area leader, netlist: edfxtp_1
  – Synth Seq Share: 62.9%
  – YS chip area: 13900 um2
  – Top cells by count, synth: 256 x edfxtp_1, 54 x dfxtp_1, 49 x nand2_1
  – Post-synthesis cell type count: 46
  – Number of enable flip-flop cells: 256
  – Registers, synthesis: 310
  – Post-Synthesis Cells: 833
  – Mean Syn Cell Area: 16.7 um2
  – Mapped cell area: 13900 um2
  – Most frequent cell after synthesis: edfxtp_1
  – Dominant flop cell: edfxtp_1

Timing
  – Final-report hold violation count: 0
  – Final setup margin: 4380 ps
  – Max-slew violations: 0
  – Setup Skew: 8.16 ps
  – Crit share post-route: 50.8%
  – Fmax: 221 MHz
  – Final setup violation count: 0
  – Max-slew headroom at the worst pin: 53.9%
  – Actual transition at the worst max-transition pin: 687 ps
  – Fin crit period: 4520 ps
  – RSZ-0062 raised after global routing: false
  – Setup_tns: 0 ps

Finish
  – Area Growth Syn to Fin: 12.8%
  – Layout cells sized above 1: 12.1%
  – Non-filler instance count after layout: 1288
  – Post-layout instance area: 15700 um2

Run status
  – Run status: completed

Worst setup path
  – Slowest cell on crit path: fa_1
  – R2R cell count: 13
  – Element type at the critical path end: flop
  – Crit Path Class: reg2reg
  – Worst setup SP type: flop
  – Critical path required time: 9120 ps
  – Flop2flop setup slack: 4380 ps
  – Crit path DAT: 4740 ps
  – CP most frequent cell: fa_1
  – Worst path max stage delay: 550 ps
  – CP Max Fanout: 9
  – Worst reg2reg startpoint: u_fifo0.DOUT[5]$_SDFFE_PP0P_
  – R2r endpoint: u_fifo1.MEM[3][12]$_DFFE_PP_
  – Crit path cell chain: and2_1, fa_1, inv_1, fa_1, fa_1, inv_1, fa_1, ha_1, nand3_1, o2111ai_1, a21o_1, a21oi_1, xnor2_1

Global route
  – Busiest grt layer: met2
  – Largest net degree at the start of global routing: 37
  – Vias in the first global route: 7429
  – Met1 usage: 29.4%
  – Met2 usage: 30.8%
  – All-Layer GR Usage: 20.0%
  – First-pass GRT wire length: 39.4 mm
  – GR Overflow Total: 0
  – M3 GR Usage: 8.48%
  – Initial antenna violation count: 0

Drt
  – Antenna viol nets, final: 0
  – Initial DRT Pass Iterations: 4
  – Vias/cell: 5.46
  – DR WL/cell: 19.1 um
  – DR DRC count: 0
  – Iter 0 DRT Violations: 424
  – Routed wire length: 24.6 mm
  – Vias: 7030
  – # diodes: 0

CTS
  – H-tree depth: 2
  – Clock sinks: 310
  – CTS Root Cell: clkbuf_16
  – Cts bufs inserted: 34
  – Worst-path clk slew: 60 ps
  – Max clock buf depth: 3
  – Hold Buf Count CTS: 0
  – CTS tree: built
  – Setup Fix Bufs, Post-CTS: 0
  – Clk latency late pin: 490 ps
  – Post_cts resized: 0

Flow run
  – # Max-Cap Violations: 0
  – Log Warnings: 25

Placement
  – Port Buffers: 38
  – DP HPWL: 15.0 mm
  – Place WS: 4400 ps
  – Cell area after placement: 14600 um2
  – Inst Count DP: 1226
  – Placer Congestion: 0.870

Floorplanning
  – Die Span Y: 169 um
  – Row count: 60
  – I/O pin cnt: 39
  – Chip area: 28500 um2
  – Fp util: 51.3%
  – Chip Width: 169 um
  – Core box area: 27200 um2

Hold path
  – Worst hold path depth: 2
  – Hold endpoint: u_fifo0.FULL$_SDFFE_PP0P_
  – Worst min path class: reg2reg
  – Hold_sp: u_fifo0.FULL$_SDFFE_PP0P_

Power and ir drop
  – Cell Pwr Density: 189 nW/um2
  – Pleak: 5.72 nW
  – Peak VDD IR: 0.180 mV
[worst max-delay path: cells and delay by family, from the launching register on]
family | cells | cell delay [ps]
buffers and inverters | 2 | 110
AND/OR/NAND/NOR | 2 | 310
adder cells (fa/ha/maj) | 5 | 2410
XOR/XNOR | 1 | 480
AND-OR/OR-AND | 3 | 550
flip-flops | 1 | 380
[layout make-up]
cell class | count | area, um2
fill | 2083 | 11500
clock inverter | 17 | 160
clock buffer | 45 | 966
sequential | 310 | 8770
inverter | 39 | 146
timing repair buffer | 63 | 568
multi-input combinational | 442 | 4630
tap | 372 | 465
[power by group]
part / internal, W / switching (W)
clock network: 0.000851 / 0.000522
registers: 0.00156 / 0.00000138
logic: 0.0000137 / 0.0000180
[kinds of logic (layout without fill, tap and decap cells)]
kind of cell | Yosys count | in the layout | synth area share (%)
AND-OR/OR-AND | 95 | 95 | 3.67
XOR/XNOR | 30 | 30 | 1.89
adder cells (fa/ha/maj) | 70 | 70 | 8.39
buffers and inverters | 81 | 164 | 4.10
flip-flops | 310 | 310 | 62.9
multiplexers | 96 | 96 | 13.8
AND/OR/NAND/NOR | 151 | 151 | 5.23
[state kept, by name, indices dropped and copies added, names as in the netlist]
signal         flops
CUR                4
u_fifo0.DOUT      16
u_fifo0.EMPTY      1
u_fifo0.FULL       1
u_fifo0.MEM      128
u_fifo0.RPTR       3
u_fifo0.VALID      1
u_fifo0.WPTR       3
u_fifo1.DOUT      16
u_fifo1.EMPTY      1
u_fifo1.FULL       1
u_fifo1.MEM      128
u_fifo1.RPTR       3
u_fifo1.VALID      1
u_fifo1.WPTR       3
[through the flow]
step	total power, W	hold slack [ps]	utilization [%]
after floorplan	0.00160	445	-
after global placement	0.00162	463	53.7
after detailed placement	0.00163	467	53.7
after CTS	0.00300	482	57.8
after global routing	0.00306	507	57.8
final	0.00297	480	57.8
[metal layers]
metal	vias up	part of all wire (%)	wire, um
met5	-	0	0
met4	0	2.3	573
met3	40	8.7	2130
met2	257	49	12100
met1	3443	40	9780
li1	3290	-	-
[placed cells by master, fill, tap and decap left out, types with 14 or more instances in the layout]
cell / synthesis / routed
dfxtp_1: 54 / 52
mux2i_1: 32 / 32
xor2_1: 16 / 16
nand2_1: 49 / 49
clkbuf_16: 0 / 37
a21oi_1: 48 / 48
nor2_1: 30 / 29
clkdlybuf4s50_1: 0 / 38
o21ai_0: 35 / 35
fa_1: 39 / 39
ha_1: 31 / 31
mux4_2: 22 / 22
and2_1: 36 / 36
buf_4: 3 / 25
edfxtp_1: 256 / 256
mux4_1: 42 / 42
xnor2_1: 14 / 14
inv_1: 39 / 39
[how the worst max path moves through the flow]
stage | from | endpoint | slack (ps)
CTS | u_fifo0.DOUT[2]$_SDFFE_PP0P_ | u_fifo1.MEM[3][12]$_DFFE_PP_ | 4360
global route | u_fifo0.DOUT[0]$_SDFFE_PP0P_ | u_fifo1.MEM[4][13]$_DFFE_PP_ | 4050
finish | u_fifo0.DOUT[5]$_SDFFE_PP0P_ | u_fifo1.MEM[3][12]$_DFFE_PP_ | 4380
Power and IR drop assume default switching activity.
